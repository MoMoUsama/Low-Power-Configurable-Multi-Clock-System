--- flow/run.sh ---
#!/bin/bash
# OpenROAD 26Q1-2900-gdf79404cd8, Yosys 0.63+post, stock flow scripts
make -C /OpenROAD-flow-scripts/flow DESIGN_CONFIG=/design/flow/config.mk WORK_HOME=/design/flow/orfs finish
--- flow/config.mk ---
export PLATFORM = sky130hd
export DESIGN_NAME = ALU
export DESIGN_NICKNAME = ALU
export VERILOG_FILES = /design/flow/design.v
export SDC_FILE = /design/flow/constraint.sdc
export NUM_CORES = 4
export LEC_CHECK = 1
export CORE_UTILIZATION = 30
--- flow/constraint.sdc ---
current_design ALU

set clk_period 1.0
set clk_io_pct 0.2

create_clock -name clk0 -period $clk_period [get_ports {CLK}]

set non_clock_inputs [all_inputs -no_clocks]
set_input_delay [expr $clk_period * $clk_io_pct] -clock clk0 $non_clock_inputs
set_output_delay [expr $clk_period * $clk_io_pct] -clock clk0 [all_outputs]
--- flow/design.v ---
module ALU #( parameter OPER_WIDTH = 8,
                        OUT_WIDTH = OPER_WIDTH*2
)
(
  input wire [OPER_WIDTH-1:0] A, 
  input wire [OPER_WIDTH-1:0] B,
  input wire                  EN,
  input wire [3:0]            ALU_FUN,
  input wire                  CLK,
  input wire                  RST,  
  output reg [OUT_WIDTH-1:0]  ALU_OUT,
  output reg                  OUT_VALID  
);
  reg [OUT_WIDTH-1:0] ALU_OUT_Comb;
  reg                 OUT_VALID_Comb;
always @(posedge CLK or negedge RST)
 begin
  if(!RST)
   begin
    ALU_OUT   <= 'b0 ;
    OUT_VALID <= 1'b0 ;	
   end
  else 
   begin  
    ALU_OUT   <= ALU_OUT_Comb ;
    OUT_VALID <= OUT_VALID_Comb ;
   end	
 end  
always @(*)
 begin
   OUT_VALID_Comb = 1'b0 ;
   ALU_OUT_Comb   = 'b0 ;
   if(EN)
    begin   
	 OUT_VALID_Comb = 1'b1 ;
     case (ALU_FUN) 
     4'b0000: begin
               ALU_OUT_Comb = A+B;
              end
     4'b0001: begin
               ALU_OUT_Comb = A-B;
              end
     4'b0010: begin
               ALU_OUT_Comb = A*B;
              end
     4'b0011: begin
               ALU_OUT_Comb = A/B;
              end
     4'b0100: begin
               ALU_OUT_Comb = A & B;
              end
     4'b0101: begin
               ALU_OUT_Comb = A | B;
              end
     4'b0110: begin 
               ALU_OUT_Comb = ~ (A & B);
              end
     4'b0111: begin
               ALU_OUT_Comb = ~ (A | B);
              end     
     4'b1000: begin
               ALU_OUT_Comb =  (A ^ B);
              end
     4'b1001: begin
               ALU_OUT_Comb = ~ (A ^ B);
              end           
     4'b1010: begin
              if (A==B)
                 ALU_OUT_Comb = 'b1;
              else
                 ALU_OUT_Comb = 'b0;
              end
     4'b1011: begin
               if (A>B)
                 ALU_OUT_Comb = 'b10;
               else
                 ALU_OUT_Comb = 'b0;
              end 
     4'b1100: begin
               if (A<B)
                 ALU_OUT_Comb = 'b11;
               else
                 ALU_OUT_Comb = 'b0;
              end     
     4'b1101: begin
               ALU_OUT_Comb = A>>1;
              end
     4'b1110: begin 
               ALU_OUT_Comb = A<<1;
              end
    default: begin
               ALU_OUT_Comb = 'b0;
             end
    endcase
   end
  else
   begin
	 OUT_VALID_Comb = 1'b0 ;
   end   
 end  
endmodule
==> flow_summary_export.csv <==
group,metric,value,unit
sta,fin_tns_setup,-157710,ps
route,vias,11728,
global_route,grt_usage,0.218,
sta,rsz0062_at_grt,"yes",
place,dp_cells,2135,
route,totalWireLength,36400,um
yosys,ys.flops,17,
power,seq_power_share,0.013,
floorplan,chipArea,32500,um2
final_layout,syn2layout_area_growth,70.2,%
sta,hold_viol_final,0,
yosys,yosys_area,9540,um2
sta,period_used_share,23.9,
cts,cts.sink_count,17,
sta,finalMaxSlewViolations,0,
yosys,ff_type,"dfrtp_1",
yosys,edf_count,0,
sta,tightest_slew,740,ps
final_layout,instances_no_fill,2285,
yosys,synthTopCellsByArea,"ha_1 (21%), fa_1 (8.0%), nor2_1 (5.3%)",
place,place_congestion,0.951,
sta,finalSetupViolations,17,
power,report.power.total,60.5,mW
outcome,violations,"setup timing",
place,detailedPlacementHpwl,26900,um
route,detail-route-antenna-nets,0,
route,drc,0,
run,warnings,47,
worst_setup_path,cp_slowest_cell,"or4_4",
worst_setup_path,end_kind,"flop",
global_route,grt_max_degree,25,
yosys,async_flop_share,1.00,
run,cap_violations,0,
worst_setup_path,critical_path.endpoint,"ALU_OUT[0]",
floorplan,fp_util,0.309,
yosys,yosysTopAreaCellShare,0.212,
power,power-per-cell-area,3720,nW/um2
yosys,synthCells,1271,
global_route,grt_pass1_vias,11157,
route,first_iter_violations,561,
power,pwr-share-clk,0.015,
sta,worst_slack,-22920,ps
cts,cts_buffers,3,
worst_setup_path,crit_path_max_fanout,9,
sta,fmax,41.8,MHz
worst_setup_path,crit_type,"primary input to flop",
global_route,overflow,0,
yosys,ys_warn_count,1,
cts,cts_tree,"built",
yosys,synth.distinct_cells,100,
yosys,ys_cells,1271,
route,via_per_inst,5.13,
worst_setup_path,crit_start,"B[0]",
cts,hold_buffers,0,
floorplan,fp-row-count,64,
power,p_int,34.4,mW
floorplan,core,30900,um2
power,p_leak,8.07,nW
yosys,yosys.stat.seqShare,0.0446,
cts,clock-root-buffer,"clkbuf_16",
power,swShare,0.431,
route,wire_per_inst,15.9,um
floorplan,pin_count,40,
power,ir_drop,0.00570,V
global_route,grt_pass1_wl,56800,um
worst_hold_path,hold_path_class,"primary input to async pin",
final_layout,drive_gt1_frac,0.468,
cts,clk_pin_slew,60,ps
outcome,outcome,"finished with violations",
route,antennaDiodeCount,0,
sta,period_minus_slack,23920,ps
power,comb_power_share,0.972,
cts,clockBufferDepth,2,
power,p_sw,26.1,mW
route,dr.pass1.iters,5,
sta,slew_headroom,0.500,
place,io_buffers,39,
floorplan,die_w,180,um
global_route,grt_antenna_before_repair,0,
worst_setup_path,worstPathRequired,1140,ps
yosys,avgSynthCellArea,7.51,um2
floorplan,die-height,180,um
worst_setup_path,max_stage_delay,420,ps
cts,ctsHtreeMaxLevel,1,
worst_setup_path,cp.arrival,24060,ps
worst_setup_path,critPathLaunchType,"primary input",
yosys,syn-cell-area,9540,um2
worst_setup_path,cp_common_cell,"buf_4",
yosys,yosysTopAreaCell,"ha_1",
==> critical path: cells and delay by family <==
family          cells  cell delay (ps)
compound gates     54             9630
buf+inv            48             5330
simple gates       29             4970
fa+ha+maj          13             3280
mux                 2              640
==> how the worst min path moves through the flow <==
stage             to  start  slack (ps)
4_1_cts   ALU_OUT[0]    RST         280
5_1_grt   ALU_OUT[0]    RST         300
6_report  ALU_OUT[0]    RST         280
==> per-stage QoR <==
stage               utilization  hold slack, ps  worst slack, ps  instance area [um2]
finish                    0.526             275           -22920                16200
global route              0.526             296           -24020                16200
CTS                       0.495             279           -22330                15300
detailed placement        0.462             560           -23790                14300
global placement          0.462             561           -23370                14300
floorplan                     -           -95.6           -23640                10100
==> logic make-up (layout without fill, tap and decap cells) <==
| logic type | count (synthesis) | count (layout) | share of synthesized area |
|---|---|---|---|
| AND-OR/OR-AND | 399 | 399 | 0.299 |
| XOR/XNOR | 64 | 64 | 0.0587 |
| adder cells (fa/ha/maj) | 200 | 200 | 0.292 |
| buffers and inverters | 138 | 749 | 0.0574 |
| flip-flops | 17 | 17 | 0.0446 |
| multiplexers | 29 | 29 | 0.0374 |
| other | 1 | 8 | 0.000393 |
| AND/OR/NAND/NOR | 423 | 423 | 0.211 |
==> cell usage after synthesis (all sizes together) (3+ instances only) <==
cell type / number
clkbuf: 30
a21o: 32
a211oi: 7
ha: 162
or2: 14
a221oi: 10
a31oi: 14
fa: 38
a32oi: 4
a22o: 4
dfrtp: 17
buf: 14
nor2b: 8
xnor2: 42
o21ai: 63
a2111oi: 5
mux2: 21
a22oi: 8
mux2i: 8
inv: 92
nor2: 135
or4: 4
a221o: 4
a41oi: 3
nand4: 10
o211ai: 9
o22ai: 8
a21boi: 5
o2111ai: 5
nand3: 24
nor4: 13
o221ai: 8
a21oi: 98
nand2: 109
and3: 5
o21bai: 12
o21a: 44
or3: 15
o31a: 3
a211o: 8
and2: 8
nor3: 49
nand2b: 22
o31ai: 19
xor2: 22
==> layout make-up <==
| cell class | count | area, um2 |
|---|---|---|
| fill | 2672 | 14700 |
| multi-input combinational | 1123 | 9770 |
| timing repair buffer | 651 | 5110 |
| tap | 396 | 495 |
| sequential | 17 | 425 |
| inverter | 94 | 369 |
| clock buffer | 4 | 78.8 |
==> timing repair <==
item | CTS | global route
hold endpoints to repair | 0 | 0
endpoints found under the setup margin | 33 | 25
pin swaps | 75 | 103
resized | 132 | 139
setup buffers | 91 | 64
==> sequential cells by signal, indices dropped and copies added, names as in the netlist <==
register   flops
ALU_OUT       16
OUT_VALID      1
==> cell usage in the layout, fill, tap and decap left out, types with 13 or more instances in the layout <==
cell,Yosys,layout
fa_1,38,35
dfrtp_1,17,17
a21oi_2,1,28
buf_6,3,32
nor2_4,0,15
a31oi_1,13,13
a21oi_1,97,65
nor2_1,135,108
xor2_1,22,22
nand3_1,24,21
buf_4,0,572
a21o_1,32,32
ha_4,0,26
o21a_1,42,42
nor3_1,46,41
nand2_1,107,102
inv_1,91,80
o21ai_0,57,44
ha_1,162,129
xnor2_1,42,40
nand2b_1,22,19
==> power groups by stage <==
stage	sequential, mW	combinational, mW	clock [mW]
4_1_cts	0.801	56.2	0.905
5_1_grt	0.803	62.8	0.943
6_report	0.795	58.8	0.892
==> routing by layer <==
layer  global-route usage  wire length (um)  vias to the layer above
li1                     -                 -                     5918
met1                0.325             17800                     5486
met2                0.353             16300                      291
met3               0.0216              1770                       33
met4               0.0236               530                        0
met5              0.00296                 0                        -
No activity file was given, so power comes from the tool's default toggle rates.
