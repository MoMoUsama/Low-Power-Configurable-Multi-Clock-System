==> ./design.v <==
module BINARY_TO_GRAY #(parameter W=8)(
	input  wire [W:0] In,
	output reg  [W:0] Out
);
integer i;
	always@(*)
	begin
		Out[W] = In[W];
		for(i=W-1 ; i!=-1 ; i=i-1)
		    Out[i] = In[i] ^ In[i+1];
	end
endmodule
module D_FLOP_SYNC #(parameter W=8)(
	input clk,rst,
	input [W:0] In,
	output reg  [W:0] Out
);
	reg [W:0] flop1;
	always@(posedge clk or negedge rst)
	begin 
		if(!rst)
		begin
			flop1<='d0;
			Out<='d0;
		end
		else 
		begin
			flop1<=In;
			Out<=flop1;
		end
	end
endmodule
module FIFO #(parameter DW=8 ,DD=16 ,ADDR_W=8) (
	input w_clk,r_clk,
	input w_rst,r_rst,
	input [DW-1:0] WR_DATA,
	input wr_flag,rd_flag,
	output [DW-1:0] RD,
	output full,empty
);
	wire [ADDR_W:0] G_RD_PTR,G_WR_PTR,WR_PTR,RD_PTR;
	wire [ADDR_W:0] G_RD_PTR_SYNCH,G_WR_PTR_SYNCH;
	wire [ADDR_W-1:0] RD_ADDR,WR_ADDR;
	MEM_CNTRL #(.ADD_W(ADDR_W), .DATA_W(DW), .DATA_D(DD)) mem(
		.wr_flag(wr_flag),
		.full(full),
		.RD_ADDR(RD_ADDR),
		.WR_ADDR(WR_ADDR),
		.WR_DATA(WR_DATA),
		.clk(w_clk),
		.RD_DATA(RD)
	);
	FIFO_WR #(.W(ADDR_W)) wr(
		.clk(w_clk),
		.rst(w_rst),
		.G_RD_PTR(G_RD_PTR_SYNCH),
		.G_WR_PTR(G_WR_PTR),
		.wr_flag(wr_flag),
		.full(full),
		.WR_ADDR(WR_ADDR),
		.WR_PTR(WR_PTR)
	);
	BINARY_TO_GRAY #(.W(ADDR_W)) B2G_WR(
		.In(WR_PTR),
		.Out(G_WR_PTR)
	);
	D_FLOP_SYNC #(.W(ADDR_W)) W2R_SYNC(
		.clk(r_clk),
		.rst(r_rst),
		.In(G_WR_PTR),
		.Out(G_WR_PTR_SYNCH)
	);
	FIFO_RD #(.W(ADDR_W)) rd(
		.clk(r_clk),
		.rst(r_rst),
		.G_RD_PTR(G_RD_PTR),
		.G_WR_PTR(G_WR_PTR_SYNCH),
		.rd_flag(rd_flag),
		.empty(empty),
		.RD_ADDR(RD_ADDR),
		.RD_PTR(RD_PTR)
	);
	BINARY_TO_GRAY #(.W(ADDR_W)) B2G_RD(
		.In(RD_PTR),
		.Out(G_RD_PTR)
	);
	 D_FLOP_SYNC #(.W(ADDR_W)) R2W_SYNC(
		.clk(w_clk),
		.rst(w_rst),
		.In(G_RD_PTR),
		.Out(G_RD_PTR_SYNCH)
	);
endmodule
module FIFO_RD #(parameter W=8)(
	input clk,rst,
	input [W:0] G_RD_PTR,
	input [W:0] G_WR_PTR,
	input rd_flag,
	output wire empty,
	output wire [W-1:0] RD_ADDR,
	output reg  [W:0] RD_PTR
);
	assign empty = (!rst)? 0 : (G_WR_PTR == G_RD_PTR);
	assign RD_ADDR = RD_PTR[W-1:0];
	always@(posedge clk or negedge rst)
	begin 
		if(!rst)
		begin
			RD_PTR<='d0;
		end
		else if (rd_flag && !(empty)) 
		begin
			RD_PTR<=RD_PTR+'d1;
		end
	end
endmodule
module FIFO_WR #(parameter W=8)(
	input clk,rst,
	input [W:0] G_RD_PTR,
	input [W:0] G_WR_PTR,
	input wr_flag,
	output wire full,
	output wire [W-1:0] WR_ADDR,
	output reg  [W:0] WR_PTR
);
	assign full = (G_WR_PTR[W]!=G_RD_PTR[W] && G_WR_PTR[W-1]!=G_RD_PTR[W-1] && G_WR_PTR[W-2:0]==G_RD_PTR[W-2:0]);
	assign WR_ADDR = WR_PTR[W-1:0];
	always@(posedge clk or negedge rst)
	begin 
		if(!rst)
		begin
			WR_PTR<='d0;
		end
		else if (wr_flag && !(full)) 
		begin
			WR_PTR<=WR_PTR+'d1;
		end
	end
endmodule
module MEM_CNTRL #(parameter ADD_W=8 , DATA_W=8 , DATA_D=16)(
    input wr_flag,full,clk,
	input [ADD_W-1:0] RD_ADDR,WR_ADDR,
	input [DATA_W-1:0] WR_DATA,
	output wire [DATA_W-1:0] RD_DATA
);
	reg [DATA_W-1:0] MEM [0:DATA_D];
	assign RD_DATA = MEM[RD_ADDR];
	always@(posedge clk)
	begin
		if(wr_flag && !(full))
			MEM[WR_ADDR] <= WR_DATA;
	end
endmodule
==> ./run.sh <==
#!/bin/bash
# OpenROAD 26Q1-2900-gdf79404cd8, Yosys 0.63+post, stock flow scripts
make -C /OpenROAD-flow-scripts/flow DESIGN_CONFIG=/design/flow/config.mk WORK_HOME=/design/flow/orfs finish
==> ./config.mk <==
export PLATFORM = sky130hd
export DESIGN_NAME = FIFO
export DESIGN_NICKNAME = FIFO
export VERILOG_FILES = /design/flow/design.v
export SDC_FILE = /design/flow/constraint.sdc
export NUM_CORES = 4
export LEC_CHECK = 1
export CORE_UTILIZATION = 40
==> ./constraint.sdc <==
current_design FIFO

set clk_period 7.6
set clk_io_pct 0.2

create_clock -name clk0 -period $clk_period [get_ports {r_clk}]
create_clock -name clk1 -period $clk_period [get_ports {w_clk}]

set non_clock_inputs [all_inputs -no_clocks]
set_input_delay [expr $clk_period * $clk_io_pct] -clock clk0 $non_clock_inputs
set_output_delay [expr $clk_period * $clk_io_pct] -clock clk0 [all_outputs]
==> CHANGELOG.md <==
### Changed

* Register share after synthesis at 72.6%
* TritonRoute pass-1 iters at 20
* FF-to-FF Start: wr.WR_PTR[0]$_DFFE_PN0P_
* Antenna violations before repair at 0
* Post_cts resized at 0
* Crit end category: output pin
* Post-synthesis cell count at between 300 and 400
* Clk slew on worst S/H paths at 0.06 ns
* Setup ws final at 2.45 ns
* RSZ-0062 raised after global routing: no
* Crit path arrival time at between 3 and 4 ns
* Ys flop type: edfxtp_1
* Net Sw Frac at 29.2%
* Placed Instances at approximately 630
* Worst reg2reg path depth at 7
* R2R Path End: mem.MEM[0][1]$_DFFE_PP_
* Outcome: finished clean
* Worst path max stage delay at 0.68 ns
* Final setup fails at 0
* Leak pwr at 3.12 nW
* # DRC at 0
* Power density cells at 374 mW/mm2
* Crit-path most repeated cell: clkdlybuf4s50_1
* Post-Syn Area at 0.00749 mm2
* Die Span Y at 139 um
* Worst Hold End: W2R_SYNC.Out[8]$_DFF_PN0_
* Routed Antenna Nets at 0
* Chip area at 0.0193 mm2
* Row count at 49
* Worst vdd ir at 0.163 mV
* WP data required at 6.08 ns
* Logic gate share of total power at ~30%
* FF-to-FF setup slack at 4.64 ns
* Routability Congestion at approximately 0.77
* Leading area contributor after synthesis: edfxtp_1
* # Post-CTS Setup Buffers at 0
* Non-Filler Cell Area, Final at between 0.008 and 0.009 mm2
* Hold path cells at 0
* Sequential fraction of design power at 42.5%
* Iter 0 DRT Violations at 234
* Top cells by area: edfxtp_1 (55%), dfrtp_1 (18%), mux4_2 (9.6%), xnor2_1 (3.6%), ha_1 (3.3%)
* Synth Area per Inst at ~19 um2
* Via Count at 3489
* Dpl ws at 2.42 ns
* Gr usage total at between 10% and 20%
* YS chip area at 0.00749 mm2
* GR Overflow Total at 0
* Core area at 0.0181 mm2
* Cell Chain, Critical Path: clkdlybuf4s50_1 -> buf_4 -> nand2_1 -> or4_1 -> inv_1 -> clkdlybuf4s50_1
* Switching power total at ~930 uW
* Pin count of the biggest net entering global routing at 38
* Share of layout cells above drive strength 1 at 20.2%
* EDFF count, synth at 136
* Internal at about 2.3 mW
* Area leader share at 54.5%
* Number of diodes at 0
* Vias per Instance at 5.22
* First-pass GRT wire length at 21.9 mm
* Startpoint types: primary input
* Clock skew at 0.00604 ns
* # clock sinks at about 190
* Final wirelength at 13.6 mm
* Non-Filler Instances at 669
* Final count of pins violating max slew at 0
* Hold_sp: W2R_SYNC.flop1[8]$_DFF_PN0_
* Area delta synth->final at 14.0%
* Clock power frac at 28.0%
* # hold bufs at CTS at 0
* Max cap viols at 0
* Hpwl dp at approximately 8.1 mm
* Slowest CP cell: or4_1
* CTS tree: done
* Hold crit path type: flip-flop to flip-flop
* #FFs+latches synth at between 150 and 200
* Area after DPL at a little under 0.008 mm2
* FFs w/ async S/R, synth at between 20 and 30%
* Cell count in the Yosys report at 393
* Cell family with most CP delay: buffers and inverters
* Wire per inst at a little over 20 um
* Max transition margin at a little over half
* Worst path buffer plus inverter count at 4
* Worst Path Max Fanout at 28
* Crit Path Class: primary input to output pin
* Cell Type Count at 30
* Fin Setup TNS at 0 ns
* Die X at 139 um
* Final Hold Fails at 0
* Buffers on Ports at 22
* Vias in the first global route at 3865
* Ys Warns at 5
* # IOs at 24
* OpenROAD warnings at 32
* Slew @ Worst Pin at 0.710 ns
* FP Core Util at between 40% and 50%
[synthesized netlist by cell type, types with 5 or more instances]
cell type and instances:
o22ai_1 8, mux2_2 16, edfxtp_1 136, and3_1 20
nand2_1 5, clkbuf_1 7, nand3_1 8, nand4_1 6
dfrtp_1 54, inv_1 13, a21oi_1 8, xnor2_1 31
mux4_2 32, buf_6 5, ha_1 20
[worst reg2reg max path: cells and delay by family, from the launching register on]
family	cells	cell delay (ns)
AOI/OAI and AO/OA	1	0.57
xor gates and xnor gates	1	0.15
adders and majority gates	1	0.37
buffers and inverters	1	0.11
DFF	1	0.40
and+or+nand+nor	3	0.99
[logic make-up (layout without fill, tap and decap cells)]
| kind of cell | Yosys count | count (layout) | synth area share [%] |
|---|---|---|---|
| AOI/OAI and AO/OA | 18 | 18 | 1.39 |
| xor gates and xnor gates | 36 | 36 | 4.31 |
| adders and majority gates | 20 | 20 | 3.34 |
| buffers and inverters | 29 | 76 | 2.09 |
| DFF | 190 | 190 | 72.6 |
| muxes | 49 | 49 | 12.2 |
| and+or+nand+nor | 51 | 51 | 4.13 |
[per-layer routing]
metal  share of wire, %  track usage, %  up-vias
li1                   -               -     1580
met1                 42            25.1     1770
met2                 47            23.8      120
met3                8.8            8.09       19
met4                1.6            2.69        0
met5                  0               0        -
[per-stage QoR]
stage / hold slack, ns / total power [mW] / util [%]
floorplan: 0.331 / 2.03 / -
CTS: 0.345 / 3.24 / 47.0
detailed placement: 0.336 / 2.32 / 43.7
finish: 0.347 / 3.19 / 47.0
global placement: 0.333 / 2.32 / 43.7
global route: 0.351 / 3.39 / 47.0
[flip-flops by register name, indices dropped and copies added (netlist names)]
register and flops:
mem.MEM 136, R2W_SYNC.Out 9, R2W_SYNC.flop1 9, W2R_SYNC.Out 9
W2R_SYNC.flop1 9, rd.RD_PTR 9, wr.WR_PTR 9
[cells in the final DEF (no fill, tap or decap)]
| cell | Yosys | layout |
|---|---|---|
| nand3_1 | 8 | 8 |
| or4_1 | 1 | 1 |
| inv_6 | 0 | 4 |
| xnor2_1 | 31 | 31 |
| mux4_2 | 32 | 32 |
| dfrtp_1 | 54 | 53 |
| and2_1 | 4 | 4 |
| mux2_1 | 1 | 1 |
| clkinv_1 | 0 | 2 |
| xor2_1 | 4 | 4 |
| o22ai_1 | 8 | 8 |
| and4_1 | 2 | 2 |
| nor2b_4 | 1 | 1 |
| clkbuf_16 | 0 | 20 |
| edfxtp_1 | 136 | 136 |
| clkdlybuf4s50_1 | 0 | 22 |
| dfrtp_2 | 0 | 1 |
| nand2_2 | 1 | 1 |
| ha_1 | 20 | 20 |
| nand2_1 | 5 | 5 |
| clkinvlp_4 | 0 | 3 |
| clkbuf_1 | 7 | 3 |
| mux2_2 | 16 | 16 |
| and3_1 | 20 | 20 |
| clkinv_2 | 0 | 1 |
| nand4_1 | 6 | 6 |
| or2_2 | 1 | 1 |
| o21ai_1 | 1 | 1 |
| inv_1 | 13 | 13 |
| nand2b_1 | 1 | 1 |
| buf_4 | 2 | 5 |
| clkinv_4 | 0 | 2 |
| xor2_2 | 1 | 1 |
| inv_8 | 0 | 1 |
| a21oi_1 | 8 | 8 |
| o31a_1 | 1 | 1 |
| nor3_1 | 1 | 1 |
[worst max path at each step]
stage | startpoint | to | cells past startpoint
finish | r_rst | empty | 6
global route | r_rst | empty | 6
CTS | r_rst | empty | 6
[area by class of cell]
| cell class | count | area [um2] |
|---|---|---|
| inverters | 13 | 48.8 |
| clock inverters | 13 | 98.8 |
| well taps | 229 | 287 |
| clock buffers | 23 | 512 |
| fillers | 1485 | 9610 |
| multi-input cells | 174 | 1900 |
| flip-flops and latches | 190 | 5440 |
| repair buffers | 27 | 258 |
[power by group through the flow]
stage	combinational, mW	sequential (mW)	clock (mW)
4_1_cts	0.966	1.36	0.914
5_1_grt	1.05	1.37	0.960
6_report	0.941	1.36	0.893
No activity file was given, so power comes from the tool's default toggle rates.
